==> design.v <==
`timescale 1ns / 1ps
module fifo_axi #(parameter DATA_WIDTH=32, FIFO_DEPTH=16)(
input aclk, aresetn,
input [DATA_WIDTH-1:0] s_data,
input s_valid,
output  s_ready,
output reg [DATA_WIDTH-1:0] m_data,
output  m_valid,
input m_ready
    );
    localparam ptr_width = $clog2(FIFO_DEPTH);
    reg [DATA_WIDTH-1:0] fifo_mem [0:FIFO_DEPTH-1];  
    reg [ptr_width-1:0] rd_ptr,wr_ptr;  
    reg [ptr_width:0]count;
    wire empty = (count == 0);  
    wire full  = (count == FIFO_DEPTH);
    assign s_ready = !full;
    assign m_valid = !empty;
    wire rd_en = (m_valid && m_ready);
    wire wr_en = (s_valid && s_ready);
    always@(*) begin
    if(empty) m_data = 32'hx;
    else m_data = fifo_mem[rd_ptr];
    end
    always@(posedge aclk or negedge aresetn)
    begin
    if(!aresetn) begin
    wr_ptr <= 0;
    rd_ptr <= 0;
    count <= 0;
    end
    else begin
    if (wr_en) 
    begin
         fifo_mem[wr_ptr] <= s_data;
         wr_ptr <= wr_ptr + 1 ;
    end
    if (rd_en) 
    begin
          rd_ptr <= rd_ptr + 1;
    end
    case({wr_en , rd_en})
    2'b10 : count <= count + 1;
    2'b01 : count <= count - 1;
    default : count <= count;
    endcase
    end 
    end
endmodule
==> run.sh <==
#!/bin/bash
# OpenROAD 26Q1-2900-gdf79404cd8, Yosys 0.63+post, stock flow scripts
make -C /OpenROAD-flow-scripts/flow DESIGN_CONFIG=/design/flow/config.mk WORK_HOME=/design/flow/orfs finish
==> config.mk <==
export PLATFORM = sky130hd
export DESIGN_NAME = fifo_axi
export DESIGN_NICKNAME = fifo_axi
export VERILOG_FILES = /design/flow/design.v
export SDC_FILE = /design/flow/constraint.sdc
export NUM_CORES = 4
export LEC_CHECK = 1
export CORE_UTILIZATION = 50
==> constraint.sdc <==
current_design fifo_axi

set clk_period 6.7
set clk_io_pct 0.2

create_clock -name clk0 -period $clk_period [get_ports {aclk}]

set non_clock_inputs [all_inputs -no_clocks]
set_input_delay [expr $clk_period * $clk_io_pct] -clock clk0 $non_clock_inputs
set_output_delay [expr $clk_period * $clk_io_pct] -clock clk0 [all_outputs]
==> results_slide.txt <==
Key Metrics from the Run

Layout
  – Non-filler cells, final: approximately 1,900
  – Syn-to-layout area delta: 15.5%
  – Dominant logic cell types in the final layout: 512 x edfxtp_1, 86 x nor2_1, 75 x a21oi_1, 69 x clkdlybuf4s50_1, 57 x clkbuf_16
  – Area occupied by registers: 15,700 sq um
  – MI comb area: a little over 4000 sq um
  – Fraction of layout cells with a size suffix above 1: 0.106
  – Number of fill cells in the layout: slightly below 3,000
  – Commonest Layout Cell: edfxtp_1

Die
  – Fp_density: 0.507
  – Die H: 202 um
  – Die width: 202 um
  – # IOs: approximately 70
  – Die Size: between 40,000 and 50,000 sq um
  – Site Rows: between 70 and 80
  – Core area: 39,600 sq um

Flow run
  – Max-cap viol count: 0
  – Tool warning count: 31

Synth
  – Syn Area/Cell: ~17 sq um
  – Main synth FF type: edfxtp_1
  – Post-synth seq share: 0.781
  – Synth top area share: 0.765
  – Leading area contributor after synthesis: edfxtp_1
  – Post-Syn Instances: approximately 1,200
  – Synthesized area: ~20,000 sq um
  – Warning count from the yosys run: 2
  – Ranking of synthesized cells by area: edfxtp_1 77%, mux2i_1 2.1%, a22oi_1 1.9%
  – Number of enable flip-flop cells: just over 500
  – #FFs+latches synth: 525
  – Async SR Flop Fraction: 0.0248
  – Post-synthesis cell count from yosys: roughly 1,200
  – Netlist cell types: roughly 51
  – Yosys chip area: 20,100 sq um

Setup path
  – Critical Path AT: between 4 and 5 ns
  – Startpoint types: flip-flop
  – R2R cell count: 12
  – Critical Path RT: between 5 and 6 ns
  – CP Capture Type: output pin
  – Kind of critical path: flip-flop to output pin
  – Worst-path fanout max: roughly 45

Final timing
  – Worst slew pin tran: between 0.8 and 0.9 ns
  – Worst Skew: ~0.012 ns
  – Final setup TNS: 0 ns
  – Final setup viols: 0
  – RSZ-0062 raised after global routing: false
  – Fin crit share: 0.840
  – Slew Limit Fails: 0
  – Final tally of hold violations: 0
  – Post-layout minimum cycle time: 5.63 ns
  – Slew headroom: 0.426
  – Fin Hold WS: about 0.5 ns
  – Fmax: between 0.15 and 0.2 GHz

Worst hold path
  – Hold path depth: 1
  – Worst hold-check path type: flip-flop to flip-flop

Global routing
  – GRT Util Overall: 0.259
  – Largest net degree at the start of global routing: 62
  – Initial antenna violation count: 2
  – GRT overflow: 0
  – Vias in the first global route: ~12,000
  – Global-route wire length before repair: 70,200 um

Power and ir drop
  – Peak VDD IR: 0.283 mV
  – Switching share of power: 0.318
  – Sw power: 0.00320 W
  – Gate power share: 0.320
  – Int Pwr: around 0.0069 W
  – Leak: 7.37 nW
  – Clk pwr share: 0.285
  – Seq pwr share: 0.395
  – PD cells: about 430 nW/um^2

Outcome
  – Status: complete, no violations

Clock network
  – Setup bufs post-CTS: 0
  – CTS tree: built
  – Post-CTS Hold Fix Bufs: 0
  – H-tree Lvls: 2
  – Register clock-pin slew on the reported worst setup and hold paths: 0.06 ns
  – Clock buffer depth: 3
  – Late-Pin Clk Latency: between 0.5 and 0.6 ns
  – Cts bufs inserted: around 54
  – CTS root buffer: clkbuf_16
  – Num Clock Sinks: around 530
  – PostCTS Resize Cnt: 0

Route
  – Drt first-iter violations: around 610
  – Residual DRC: 0
  – DR vias/cell: roughly 6
  – WL per Instance: about 25 um
  – Vias: 11,323
  – Pre-antenna DRT Iters: 5
  – Wirelength, routed: around 46,000 um
  – Final ANT Viol Nets: 0

Placed design
  – Port Buffer Count: a little under 70
  – Placed insts: between 1,500 and 2,000
  – GPL Wtd Cong: 0.788
  – DP HPWL: 24,200 um
[power by group through the flow]
stage	Clock, W	Sequential, W	Combinational, W
final	0.00287	0.00398	0.00321
after CTS	0.00292	0.00398	0.00325
after global routing	0.00305	0.00400	0.00352
[critical path, stage by stage (launching register included)]
cell and delay (ns):
dfrtp_1 0.44, inv_1 0.15, ha_2 0.57, buf_4 0.63
a2111o_2 0.61, buf_4 0.42, o211ai_1 0.14, o32a_1 0.34
clkdlybuf4s50_1 0.41
[synth_stat cells, types with 13 or more instances]
library cell and n:
edfxtp_1 512, a222oi_1 25, mux2i_1 43, a221oi_1 36, a21oi_1 75, nand2_1 42, o21ai_0 38, dfrtp_1 13
nor2_1 98, a22o_1 18, a2111oi_0 18, a31oi_1 22, buf_2 21, buf_1 13, clkbuf_1 48, a22oi_1 52
[flip-flops by register name (all words and copies together), names as in the netlist]
| name | cells |
|---|---|
| fifo_mem | 512 |
| count | 5 |
| rd_ptr | 4 |
| wr_ptr | 4 |
[through the flow]
stage	total power (W)	utilization	setup slack, ns	cell area (sq um)
after floorplan	0.00584	-	2.12	20100
after global routing	0.0106	0.585	0.830	23200
final	0.0101	0.585	1.07	23200
after CTS	0.0101	0.585	0.989	23200
after global placement	0.00725	0.542	1.66	21500
after detailed placement	0.00727	0.542	1.64	21500
[cells by family (layout without fill, tap and decap cells)]
family                     count (synthesis)  count (layout)  synth area share
xor gates and xnor gates                  10              10           0.00436
DFF                                      525             525             0.781
muxes                                     44              44            0.0225
other                                      0               1                 0
adders and majority gates                 13              13           0.00847
and+or+nand+nor                          170             170            0.0352
AOI/OAI and AO/OA                        346             346             0.126
buffers and inverters                    100             219            0.0220
[metal layers]
metal | vias to the layer above | global-route usage | routed length [um]
li1 | 5078 | - | -
met1 | 5552 | 0.360 | 16700
met2 | 608 | 0.386 | 22500
met3 | 83 | 0.154 | 6150
met4 | 2 | 0.0556 | 1070
met5 | - | 0.00238 | 12
[worst paths after layout]
path	startpoint	endpoint	slack [ns]
max reg2reg	count[1]$_DFFE_PN0P_	count[4]$_DFFE_PN0P_	3.55
min in group asynchronous	aresetn	wr_ptr[0]$_DFFE_PN0P_	1.09
min reg2reg	count[4]$_DFFE_PN0P_	count[4]$_DFFE_PN0P_	0.49
max in group asynchronous	aresetn	rd_ptr[3]$_DFFE_PN0P_	5.38
max	rd_ptr[1]$_DFFE_PN0P_	m_data[17]	1.07
min	count[4]$_DFFE_PN0P_	count[4]$_DFFE_PN0P_	0.49
[cell type report]
cell class              count  area share
repair buffers            108      0.0424
inverters                  12     0.00194
clock buffers              78      0.0662
flip-flops and latches    525       0.677
well taps                 525      0.0283
multi-input cells         583       0.176
diodes                      1    0.000108
clock inverters            21     0.00761
Power and IR drop assume default switching activity.
